==> /design/flow/design.v <==
`default_nettype none
`default_nettype none
module clockDividerHertz #(
	parameter integer FREQUENCY = 1
	)(
	input clk,
	input rst,
	input enable,
	output reg dividedClk = 0,
	output reg dividedPulse = 0
);	
	localparam CLK_FREQ = 32'd12_000_000;
	localparam THRESHOLD = CLK_FREQ / FREQUENCY / 2;
	reg [31:0] counter = 0;
	always @(posedge clk) begin
		if (rst || (counter >= THRESHOLD - 1)) begin
			counter <= 0;
			dividedPulse <= (1 & ~dividedClk);
		end
		else if (enable) begin
			counter <= counter + 1;
			dividedPulse <= 0;
		end
	end
	always @(posedge clk) begin
		if (rst) begin
			dividedClk <= 0;
		end
		else if (counter >= THRESHOLD - 1) begin
			dividedClk <= ~dividedClk;
		end
	end
endmodule
module top(
    input clk,
    output nLED
);
	wire dividedClk;
	clockDividerHertz #(
			.FREQUENCY(2)
		) inst_clockDividerHz (
			.clk        	(clk),
			.rst        	(1'b0),
			.enable     	(1'b1),
			.dividedClk 	(dividedClk),
			.dividedPulse	()
		);
	assign nLED = dividedClk;
endmodule
==> /design/flow/run.sh <==
#!/bin/bash
# OpenROAD 26Q1-2900-gdf79404cd8, Yosys 0.63+post, stock flow scripts
make -C /OpenROAD-flow-scripts/flow DESIGN_CONFIG=/design/flow/config.mk WORK_HOME=/design/flow/orfs finish
==> /design/flow/config.mk <==
export PLATFORM = sky130hd
export DESIGN_NAME = top
export DESIGN_NICKNAME = top
export VERILOG_FILES = /design/flow/design.v
export SDC_FILE = /design/flow/constraint.sdc
export NUM_CORES = 4
export LEC_CHECK = 1
export CORE_UTILIZATION = 30
==> /design/flow/constraint.sdc <==
current_design top

set clk_period 3.9
set clk_io_pct 0.2

create_clock -name clk0 -period $clk_period [get_ports {clk}]

set non_clock_inputs [all_inputs -no_clocks]
set_input_delay [expr $clk_period * $clk_io_pct] -clock clk0 $non_clock_inputs
set_output_delay [expr $clk_period * $clk_io_pct] -clock clk0 [all_outputs]
==> results_dict.tcl <==
# flow metrics
set metrics [dict create \
    status "finished, final reports clean" \
    p_per_area_nw_per_um2 391 \
    async_flop_share 0 \
    period_used_share 0.551 \
    gr-total-overflow 0 \
    cts_tree "built" \
    core_um2 4140 \
    finalSetupTns_ns 0 \
    hold_class "reg2reg" \
    clock_latency_ns 0.28 \
    layout-drive-gt1-share 0.0993 \
    drv_cap 0 \
    hpwl_mm 1.61 \
    clock_path_buffers 2 \
    synthCells 137 \
    arrival_ns 2.32 \
    hold_viol 0 \
    pin_count 2 \
    power_frac_comb 0.004 \
    clock-sinks 33 \
    post-cts-setup-buffers 0 \
    grt_pass1_wl_mm 4.29 \
    rsz0062_at_grt "false" \
    layout_min_cycle_time_ns 2.15 \
    ys_cells 137 \
    grt_pass1_vias 970 \
    clk_pin_slew_ns 0.07 \
    ys.flops 33 \
    antenna_found_initial 0 \
    num-fill-cells 424 \
    vias 1021 \
    port_buffers 1 \
    post-place-cells 193 \
    simple_gate_share 0.281 \
    xor_share 0.0852 \
    die_h_um 68.7 \
    report.final.setup_viol 0 \
    syn_area_per_cell_um2 9.75 \
    dr.first_iter.drc_count 76 \
    internal-power_w 0.000471 \
    clockPowerShare 0.418 \
    fa_ha_area_frac 0.00936 \
    routed_wl_mm 2.42 \
    fmax_ghz 0.465 \
    p_sw_frac 0.214 \
    vias_per_cell 5.08 \
    muxShareOfSynthArea 0 \
    drt_pass1_iterations 4 \
    common_cells "dfxtp_1 (32), nor3_1 (15), xor2_1 (11)" \
    topCombFamilyByArea "simple AND/OR/NAND/NOR gates" \
    post_cts.resized_instances 0 \
    syn_area_um2 1340 \
    p_sw_w 0.000128 \
    worst-r2r-setup-slack_ns 1.75 \
    synth-edff-count 1 \
    slew_headroom 0.444 \
    ir_worst_vdd_mv 0.195 \
    cts_buffers 5 \
    end_kind "flop" \
    warnings 25 \
    top_area_cell "dfxtp_1" \
    cts_root_buf "clkbuf_8" \
    worstPathRequired_ns 4.07 \
    start_kind "flop" \
    worstSetupPathType "reg2reg" \
    gp_congestion 0.819 \
    antennaDiodeCount 0 \
    yosys.stat.seqShare 0.502 \
    grt_max_degree 16 \
    flop_cell "dfxtp_1" \
    tightest_slew_ns 0.827 \
    track_usage 0.123 \
    ys_types 32 \
    synth.top_cell.area_share 0.479 \
    seqPwrFrac 0.578 \
    synth.most_common_cell "dfxtp_1" \
    synth_chip_area_um2 1340 \
    ys_warn_count 1 \
    clock_skew_ns 0.00690 \
    p_leak_nw 0.497 \
    core.rowCount 23 \
    critPathMaxFanout 15 \
    fp_util 0.322 \
    synth.area.top_cells "dfxtp_1 (48%), xor2_1 (7.2%), nor3_1 (5.6%)" \
    dieArea_um2 4730 \
    avgRoutedWirePerCell_um 12.0 \
    synthAoiAreaFrac 0.0890 \
    cts_hold_buf 0 \
    h-tree-depth 2 \
    area_growth_pct 14.5 \
    fin_cells 201 \
    die_w_um 68.7 \
    drc 0 \
    drtAntennaViolNets 0 \
    slew_viol_final 0 \
]
[final timing paths]
check / from / to / cells after the start
max: inst_clockDividerHz.counter[14] / inst_clockDividerHz.counter[12] / 5
min: inst_clockDividerHz.counter[0] / inst_clockDividerHz.counter[0] / 1
max reg2reg: inst_clockDividerHz.counter[14] / inst_clockDividerHz.counter[12] / 5
min reg2reg: inst_clockDividerHz.counter[0] / inst_clockDividerHz.counter[0] / 1
[metal layers]
metal  vias to the layer above  track usage  share of wire
met1                       472        0.189           0.51
met4                         0       0.0179         0.0087
li1                        525            -              -
met2                        20        0.186           0.43
met3                         4       0.0267          0.046
met5                         -            0              0
[power by group through the flow]
| stage | clock [W] | combinational (W) | sequential (W) |
|---|---|---|---|
| global route | 0.000273 | 0.00000328 | 0.000346 |
| finish | 0.000250 | 0.00000235 | 0.000346 |
| CTS | 0.000257 | 0.00000245 | 0.000346 |
[layout by cell type (no fill, tap or decap), drive strengths merged]
cell	instances
nand4b	1
clkbuf	5
nor3b	1
buf	3
dfxtp	32
xor2	11
or4	2
and3	4
clkinvlp	2
inv	3
or2	1
or3	7
o21ai	7
nand4	9
and2	2
nand2b	1
ha	1
a211oi	7
o31ai	1
nand2	7
conb	10
clkdlybuf4s50	1
o2111ai	1
nor3	15
edfxtp	1
xnor2	2
or4b	1
and4	2
nand3	6
a21oi	1
nor4	4
[critical path: stages, from the launching register on]
cell and delay (ns):
dfxtp_1 0.38, and3_1 0.29, nand4_1 0.20, nor4_4 0.80
buf_4 0.30, nor3_1 0.07
[sequential cells by signal (all words and copies together) (netlist names)]
name,count
inst_clockDividerHz.counter,32
inst_clockDividerHz.dividedClk,1
[through the flow]
stage | area [µm²] | hold slack, ns | worst slack [ns] | power, W | util
after floorplan | 1370 | 0.423 | 2.04 | 0.000355 | -
after global placement | 1440 | 0.433 | 1.84 | 0.000356 | 0.348
after detailed placement | 1440 | 0.445 | 1.81 | 0.000356 | 0.348
after CTS | 1530 | 0.458 | 1.78 | 0.000606 | 0.369
after global routing | 1530 | 0.492 | 1.58 | 0.000622 | 0.369
final | 1530 | 0.456 | 1.75 | 0.000599 | 0.369
[final cells by class]
type                       instances  area (µm²)  share of cell area
multi-input combinational        104         667               0.436
inverter                           2        7.51             0.00491
sequential                        33         671               0.438
timing repair buffer               4        32.5              0.0213
clock buffer                       5        68.8              0.0450
clock inverter                     3        21.3              0.0139
tap                               50        62.6              0.0409
[logic make-up after synthesis]
family / Yosys count
AND-OR/OR-AND: 17
XOR/XNOR: 13
adder cells (fa/ha/maj): 1
buffers and inverters: 9
flip-flops: 33
other: 1
AND/OR/NAND/NOR: 63
Power is estimated from default activity; no workload was simulated.
