===== flow/design.v =====
`default_nettype none
module clockDiv(
    input clk,
    output clkout
    );
	reg [15:0] counter;
	assign clkout = counter[15];
	always @(posedge clk)
		counter <= counter+1;
endmodule

===== flow/run.sh =====
#!/bin/bash
# OpenROAD 26Q1-2900-gdf79404cd8, Yosys 0.63+post, stock flow scripts
make -C /OpenROAD-flow-scripts/flow DESIGN_CONFIG=/design/flow/config.mk WORK_HOME=/design/flow/orfs finish

===== flow/config.mk =====
export PLATFORM = sky130hd
export DESIGN_NAME = clockDiv
export DESIGN_NICKNAME = clockDiv
export VERILOG_FILES = /design/flow/design.v
export SDC_FILE = /design/flow/constraint.sdc
export NUM_CORES = 4
export LEC_CHECK = 1
export CORE_AREA = 10 10 83 83
export DIE_AREA = 0 0 93 93

===== flow/constraint.sdc =====
current_design clockDiv

set clk_period 2.3
set clk_io_pct 0.2

create_clock -name clk0 -period $clk_period [get_ports {clk}]

set non_clock_inputs [all_inputs -no_clocks]
set_input_delay [expr $clk_period * $clk_io_pct] -clock clk0 $non_clock_inputs
set_output_delay [expr $clk_period * $clk_io_pct] -clock clk0 [all_outputs]

==> metrics.cfg <==
[timing]
timing_hold_violations_final=0
final.setup.tns_ps=0
clock_skew_ps=3.68
transition_time_at_the_pin_with_the_least_slew_margin_ps=308
setup_viol_count_final=0
fmax_mhz=659
finalWorstPathRequiredPeriod_ps=1520
drv_slew=0
timing.max_slew.rel_slack_pct=79.4
rsz0062_at_grt=no
timing.final.crit_share_pct=66.0

[power]
p_leak_nw=0.305
switching_power_mw=0.0915
p_clk_share_pct=46.7
share_seq_of_total_power_pct=53.3
share_of_total_power_in_combinational_logic_pct=0
fraction_of_power_spent_switching_nets_pct=17.6
ir_worst_vdd_mv=0.230
power-per-cell-area_nw_per_um2=672
internal_power_mw=0.429

[global_route]
global_route.overflow_total=0
global_route_wire_length_before_repair_um=1550
maximum_number_of_pins_on_one_net_before_global_route_repair=10
first_global_vias=350
antenna_found_initial=0
grt_use_total_pct=2.17

[floorplan]
die_width_um=93
fp.coreArea_um2=5140
placementRows=26
fp_util_pct=12.1
die_y_um=93
ios=2
dieArea_um2=8650

[place]
placed_cells=128
buffer_ports.inserted=1
dp_hpwl_um=614
final_weighted_congestion_in_routability_driven_placement=0.718

[worst_hold_path]
instance_count_along_the_most_critical_hold_path=1
worst_hold_path_type=reg2reg

[synthesis]
dominant_register_cell=dfxtp_1
ys_async_sr_fraction_pct=0
synthDominantAreaCellType=dfxtp_1
synth_top_cell_by_count=dfxtp_1
warnings_from_yosys=1
average_footprint_of_a_synthesized_cell_um2=10.9
enable_flop_cells=0
ys_seq_elements=16
syn_area_um2=622
yosysTopAreaCellShare_pct=51.5
yosys_cells=57
post_synth_main_area_contributors=dfxtp_1 52%, xor2_1 14%, nor4_2 8.0%, xnor2_1 5.6%, nand3_1 4.0%
synthesis.instances=57
common_cells=16 x dfxtp_1, 10 x xor2_1, 5 x nand3_1
postSynthSeqShare_pct=51.5
synth_cell_types=12
yosys-stat-area_um2=622

[detailed_routing]
route.detailed.wl_per_inst_um=6.45
route.vias.total=381
drt_total_wl_um=852
post_drt_via_cell_ratio=2.89
dr.pass1.iters=2
num_antenna_cells=0
drt-initial-drc-count=20
number_of_design_rule_violations_left_after_detail_routing=0
final_antenna_net_count=0

[cts]
root_driver=clkbuf_8
ctsHtreeMaxLevel=1
cts_inserted_buffers=3
clkTransAtPathRegs_ps=60
cts_max_path_buffers=2
number_of_hold_buffers_added_after_cts=0
postCtsSetupRepairBufs=0
cts_num_sinks=16
clock_tree_from_tritoncts=yes
clock_insertion_delay_worst_skew_ps=250
postCtsResizedCells=0

[critical_path]
setup.worst_path.end=clkout
ff2ff_setup_slack_ps=1070
crit-reg2reg-capture=counter[14]$_DFF_P_
worstPathArrival_ps=1060
crit_fanout=2
ff2ff_path_depth=3
cpPeakStageDelay_ps=470
worst_path_max_delay_cell=clkdlybuf4s50_1
path_delay_family=buffers and inverters
setup.worst_path.end_class=primary output
path_depth=1
critPathKind=reg2out
cp.buffers_inverters=1
startpoint_type=register
worstSetupStartpoint=counter[15]$_DFF_P_
timing.critical_path.required_ps=1840
worstPathCellList=clkdlybuf4s50_1
rr_startpoint=counter[3]$_DFF_P_

[status]
outcome=complete, no violations

[cells_and_area]
largest_register_ff_count=16
post_route_cells_drive_above_1_share_pct=14.5
non_filler_cells_final=132
registers_with_the_highest_flip_flop_counts=counter: 16 flops
registers.top_by_ff_count=counter
areaGrowthSynthToFinish_pct=24.5

[job]
warnings=25
drv_cap=0

==> metal layers <==
layer / part of all wire [%] / routed length, µm / global-route usage (%)
met1: 51 / 431 / 2.74
met2: 37 / 317 / 2.86
met3: 11 / 90 / 1.70
met4: 1.4 / 12 / 0.386
met5: 0 / 0 / 0
==> cells in the final DEF (no fill, tap or decap) <==
cell type / n
nand3_1: 5
clkdlybuf4s50_1: 1
clkbuf_8: 4
xnor2_1: 4
nor2_1: 3
nor4_2: 4
nand4_4: 1
dfxtp_1: 16
nand4_1: 2
xor2_1: 10
inv_1: 3
nand2_1: 4
nor3_1: 4
ha_1: 1
==> worst min-delay path by stage <==
| stage | startpoint | endpoint | slack (ps) |
|---|---|---|---|
| CTS | counter[0]$_DFF_P_ | counter[0]$_DFF_P_ | 400 |
| global route | counter[0]$_DFF_P_ | counter[0]$_DFF_P_ | 420 |
| finish | counter[0]$_DFF_P_ | counter[0]$_DFF_P_ | 400 |
==> area by class of cell <==
class | instances | area (µm²)
repair buffers | 1 | 10.0
fillers | 596 | 4370
clock buffers | 4 | 55.1
multi-input cells | 38 | 290
flip-flops and latches | 16 | 320
inverters | 3 | 11.3
well taps | 70 | 87.6
==> power by group through the flow <==
stage | registers, mW | logic [mW] | clock network, mW
6_report | 0.277 | 0.000000148 | 0.243
5_1_grt | 0.277 | 0.000000148 | 0.267
4_1_cts | 0.277 | 0.000000148 | 0.253
==> cell families after synthesis <==
group | synth area share [%]
AND/OR/NAND/NOR | 24.9
flip-flops | 51.5
XOR/XNOR | 19.7
adder cells (fa/ha/maj) | 2.01
buffers and inverters | 1.81
==> through the flow <==
stage | instance area (µm²) | worst slack [ps] | util, % | total power, mW | hold WS [ps]
after floorplan | 622 | 1170 | - | 0.283 | 370
after global placement | 719 | 1040 | 14.0 | 0.283 | 386
after detailed placement | 719 | 1040 | 14.0 | 0.283 | 390
after CTS | 774 | 763 | 15.1 | 0.530 | 405
after global routing | 774 | 711 | 15.1 | 0.544 | 416
final | 774 | 781 | 15.1 | 0.520 | 403
Power is estimated from default activity; no workload was simulated.
