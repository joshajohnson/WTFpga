`flow/config.mk`:
```
export PLATFORM = sky130hd
export DESIGN_NAME = displaySelect
export DESIGN_NICKNAME = displaySelect
export VERILOG_FILES = /design/flow/design.v
export SDC_FILE = /design/flow/constraint.sdc
export NUM_CORES = 4
export LEC_CHECK = 1
export CORE_AREA = 10 10 70 70
export DIE_AREA = 0 0 80 80
```
`flow/constraint.sdc`:
```
current_design displaySelect

set clk_period 4.6
set clk_io_pct 0.2

create_clock -name clk0 -period $clk_period [get_ports {clk}]

set non_clock_inputs [all_inputs -no_clocks]
set_input_delay [expr $clk_period * $clk_io_pct] -clock clk0 $non_clock_inputs
set_output_delay [expr $clk_period * $clk_io_pct] -clock clk0 [all_outputs]
```
`flow/design.v`:
```
`default_nettype none
module displaySelect(
    input clk,
    input [7:0] sw,
    input switch, 
    output reg [3:0] nibbleMS,
    output reg [3:0] nibbleLS
    );
    reg [7:0] dispNum = 0;
    always @(posedge clk) begin
        if (switch) begin
            nibbleMS <= sw[7:4];
            nibbleLS <= sw[3:0]; 
        end else begin
            if (sw <= 99) begin
                dispNum = sw;
            end else if (sw <= 199) begin
                dispNum = sw - 100;
            end else begin
                dispNum = sw - 200;
            end
            if (dispNum >= 7'd90) begin
                nibbleMS = 4'd9;
            end else if (dispNum >= 8'd80) begin
                nibbleMS = 4'd8;
            end else if (dispNum >= 8'd70) begin
                nibbleMS = 4'd7;
            end else if (dispNum >= 8'd60) begin
                nibbleMS = 4'd6;
            end else if (dispNum >= 8'd50) begin
                nibbleMS = 4'd5;
            end else if (dispNum >= 8'd40) begin
                nibbleMS = 4'd4;
            end else if (dispNum >= 8'd30) begin
                nibbleMS = 4'd3;
            end else if (dispNum >= 8'd20) begin
                nibbleMS = 4'd2;
            end else if (dispNum >= 8'd10) begin
                nibbleMS = 4'd1;
            end else begin
                nibbleMS = 4'd0;
            end 
            nibbleLS = dispNum - nibbleMS * 4'd10;
        end
    end
endmodule
```
`flow/run.sh`:
```
#!/bin/bash
# OpenROAD 26Q1-2900-gdf79404cd8, Yosys 0.63+post, stock flow scripts
make -C /OpenROAD-flow-scripts/flow DESIGN_CONFIG=/design/flow/config.mk WORK_HOME=/design/flow/orfs finish
```
==> run summary <==
status: finished, final reports clean
WP data arrival: 4420 ps
CP max stage cell: clkdlybuf4s50_1
standby leakage power: 0.532 nW
Synth area leader: dfxtp_1
final setup TNS: 0 ps
Flops after synth: 8
relative slew slack: 64.8%
routed vias/inst: 5.13
Synth top area share: 16.2%
YS warnings: 1
WL/cell: 12.9 um
mux share: 5.19%
width of the die: 80 um
Final ANT Viol Nets: 0
worst vdd rail ir drop: 0.0692 mV
FP Rows: 21
Chip Footprint: 6400 um^2
number of cells in Yosys stat: 111
clk sinks: 8
Post-synth EDFFs: 0
Antenna diodes: 0
Crit path depth: 16
Synth Area per Inst: 8.90 um^2
via count: 933
Hold-fix buffers, CTS: 0
cts bufs inserted: 3
minimum clock period: 4300 ps
Final Hold Vio Count: 0
post-CTS sizing: 0
Worst-Margin Slew: 525 ps
Buffers on Ports: 17
xor-xnor portion of the synthesized cell area: 6.33%
max incr delay on CP: 470 ps
first-pass GRT wire length: 3910 um
CTS Root Cell: clkbuf_4
Global Route Usage Sum: 7.17%
number of global-route vias before repair: 874
H-tree levels: 1
Syn Inst Count: 111
sequence of cells on the critical path: clkdlybuf4s50_1, inv_1, ha_1, nand4b_1, a31o_1, a22oi_4, xor2_4, and4_2, a22oi_1, o211a_1, inv_1, ha_1, fa_1, xnor2_1, xnor2_1, o21ai_1
worst hold stages: 1
Top area cell types: dfxtp_1 16%, ha_1 7.6%, a21oi_1 4.6%
critical path launch point: sw[2]
Pre-Repair DR Iteration Count: 4
post-layout util: 37.1%
Iter 0 DRT Violations: 102
total routed wirelength: 2340 um
Hold/Removal Path Class: input port to register
largest net degree at the start of global routing: 12
Adder Area Share: 10.8%
initial antenna violation count: 0
synthesis area per yosys: 988 um^2
GP Congestion: 0.915
DRC violations left: 0
Tool Warnings: 28
and+or+nand+nor area frac: 14.7%
synthesized cell area: 988 um^2
fin crit share: 93.4%
and-or/or-and share of the synthesized area: 38.7%
Hold Path Sink: nibbleLS[0]
Layout area overhead: 28.2%
PD cells: 245 nW/um^2
Hold Slack: 1210 ps
Max Root-Sink Buffers: 2
share of cells above drive strength 1: 19.9%
RSZ-0062 raised after global routing: false
max_cap viols: 0
Setup-failing EPs final: 0
Die Height: 80 um
post-CTS setup buffer count: 0
CTS tree: yes
critical path data required time: 4720 ps
Largest delay share family, worst path: AND-OR/OR-AND gates
Startpoint Class: input port
total global routing overflow: 0
Max Fclk: 233 MHz
Clock transition at path regs: 50 ps
CP endpoint kind: register
DP Wirelength: 1890 um
sequential area share after synthesis: 16.2%
Max Slew Vio Count: 0
I/O pin count: 18
worst hold start: sw[0]
CP max FO: 10
fillcell total: 342
Netlist cell types: 49
total power: 0.000310 W
CP Buf/Inv Count: 3
main flop type: dfxtp_1
Core ar.: 3420 um^2
Post-synth ARST share: 0%
kind of critical path: input port to register
main logic family after synthesis: AND-OR/OR-AND gates
Initial Utilization: 28.9%
per-stage QoR:
stage	worst slack (ps)	cell area (um^2)	std cells
6_report	304	1270	182
4_1_cts	315	1270	182
3_5_place_dp	59.8	1240	179
5_1_grt	58.3	1270	182
3_3_place_gp	77.8	1240	179
2_1_floorplan	791	988	111
worst max path at each step:
stage	slack [ps]	to
5_1_grt	60	nibbleLS[3]
6_report	300	nibbleLS[3]
4_1_cts	320	nibbleLS[3]
area by class of cell:
class	instances	area (um^2)	area share, %
clock buffer	3	22.5	1.78
inverter	7	26.3	2.07
multi-input combinational	90	748	59.0
sequential	8	160	12.6
tap	46	57.6	4.54
timing repair buffer	28	253	19.9
registers in the layout, summed over array words and instances (netlist names):
name and count:
nibbleLS 4, nibbleMS 4
power by group:
group | internal, W | switching (W)
combinational | 0.0000944 | 0.0000799
clock | 0.0000296 | 0.0000201
sequential | 0.0000833 | 0.00000281
layout by cell type, fill, tap and decap left out, types with 2 or more instances in the layout:
cell type | synthesis | routed
o211a_1 | 3 | 3
inv_1 | 7 | 7
and3_1 | 2 | 2
buf_4 | 0 | 11
a211oi_1 | 3 | 3
dfxtp_1 | 8 | 8
nand2_1 | 10 | 10
clkbuf_4 | 0 | 3
clkdlybuf4s50_1 | 0 | 17
a22oi_1 | 2 | 2
a21o_1 | 3 | 3
o21bai_1 | 2 | 2
o21ai_1 | 2 | 2
nand3_1 | 6 | 6
mux2i_1 | 4 | 4
o21ai_0 | 3 | 3
xnor2_1 | 4 | 4
o21a_1 | 2 | 2
a21oi_1 | 9 | 9
ha_1 | 6 | 6
layer usage:
layer  part of all wire [%]  GRT usage [%]  vias to the layer above
li1                       -              -                      474
met1                     46           10.3                      428
met5                      0              0                        -
met4                      0          0.880                        0
met3                    8.7           1.14                        0
met2                     45           11.3                       31
synthesized netlist by cell type, types with 2 or more instances:
master	instances
dfxtp_1	8
and3_1	2
a22oi_1	2
buf_6	4
mux2i_1	4
a21oi_1	9
inv_1	7
a211oi_1	3
a21o_1	3
nand2_1	10
xnor2_1	4
o21ai_1	2
nand3_1	6
o21a_1	2
o21ai_0	3
ha_1	6
o21bai_1	2
o211a_1	3
cells by family (layout without fill, tap and decap cells):
group / count (synthesis) / count (layout)
AND-OR/OR-AND: 45 / 45
AND/OR/NAND/NOR: 27 / 27
buffers and inverters: 13 / 38
adder cells (fa/ha/maj): 8 / 8
flip-flops: 8 / 8
XOR/XNOR: 5 / 5
multiplexers: 5 / 5
No activity file was given, so power comes from the tool's default toggle rates.
